==> design.v <==
module I2C_master_write_bit (input clock,
                             input reset_n,
                             input go,             
                             input [2:0] command,  
                             output reg finish,    
                             output reg scl,
                             output reg sda);
    parameter IDLE      = 3'b000;
    parameter START_BIT = 3'b010;
    parameter STOP_BIT  = 3'b011;
    parameter DATA_0    = 3'b100;
    parameter DATA_1    = 3'b101;
    parameter ACK_BIT   = 3'b110;
    parameter NACK_BIT  = 3'b111;
    reg [2:0] counter;   
    wire counter_en;      
    assign counter_en = go && (~finish);
    always @(posedge clock or negedge reset_n) begin
        if (!reset_n)
            counter <= 3'b000;
        else if (counter_en) begin
            if (counter == 3'b111)
                counter <= 3'b000;
            else
                counter <= counter + 1'b1;
        end
        else begin
            counter <= 3'b000;
        end
    end
    always @(*) begin
        if (!reset_n) begin
            {scl, sda} = 2'b11;
            finish     = 1'b0;
        end
        else begin
            case(counter)
                3'b000: begin
                    finish = 1'b0;
                    case(command)
                        START_BIT: begin
                            {scl, sda} = 2'b11;
                        end
                        STOP_BIT, DATA_0, DATA_1, ACK_BIT, NACK_BIT: begin
                            scl = 1'b0;
                        end
                        default: begin
                            {scl, sda} = 2'b11;
                        end
                    endcase
                end
                3'b001, 3'b010, 3'b011: begin
                    finish = 1'b0;
                    case(command)
                        START_BIT: begin
                            {scl, sda} = 2'b11;
                        end
                        STOP_BIT, DATA_0, ACK_BIT: begin
                            {scl, sda} = 2'b00;
                        end
                        DATA_1, NACK_BIT: begin
                            {scl, sda} = 2'b01;
                        end
                        default: begin
                            {scl, sda} = 2'b11;
                        end
                    endcase
                end
                3'b100, 3'b101: begin
                    finish = 1'b0;
                    case(command)
                        START_BIT, DATA_1, NACK_BIT: begin
                            {scl, sda} = 2'b11;
                        end
                        STOP_BIT, DATA_0, ACK_BIT: begin
                            {scl, sda} = 2'b10;
                        end
                        default: begin
                            {scl, sda} = 2'b11;
                        end
                    endcase
                end
                3'b110: begin
                    finish = 1'b0;
                    case(command)
                        START_BIT, DATA_0, ACK_BIT: begin
                            {scl, sda} = 2'b10;
                        end
                        STOP_BIT, DATA_1, NACK_BIT: begin
                            {scl, sda} = 2'b11;
                        end
                        default: begin
                            {scl, sda} = 2'b11;
                        end
                    endcase
                end
                3'b111: begin
                    finish = 1'b1;
                    case(command)
                        START_BIT, DATA_0, ACK_BIT: begin
                            {scl, sda} = 2'b10;
                        end
                        STOP_BIT, DATA_1, NACK_BIT: begin
                            {scl, sda} = 2'b11;
                        end
                        default: begin
                            {scl, sda} = 2'b11;
                        end
                    endcase
                end
            endcase
        end
    end
endmodule
module I2C_master_write_byte (input clock,
                              input reset_n,
                              input go,             
                              input data,           
                              input [2:0] command,  
                              output load,          
                              output reg finish,    
                              output reg scl,
                              output reg sda);
    parameter START_BIT = 3'b010;
    parameter STOP_BIT  = 3'b011;
    parameter DATA_0    = 3'b100;
    parameter DATA_1    = 3'b101;
    parameter ACK_BIT   = 3'b110;
    parameter NACK_BIT  = 3'b111;
    reg [2:0] write_command;
    reg       write_bit_go;
    wire      write_bit_finish;
    wire      scl_w, sda_w;
    always @(*) begin
        scl = scl_o;
        sda = sda_o;
    end
    I2C_master_write_bit write_bit(
    .command(write_command),
    .clock(clock),
    .reset_n(reset_n),
    .go(write_bit_go),
    .finish(write_bit_finish),
    .scl(scl_o),
    .sda(sda_o)
    );
    parameter IDLE  = 3'b000;
    parameter START = 3'b001;
    parameter DATA  = 3'b011;
    parameter ACK   = 3'b111;
    parameter NACK  = 3'b101;
    parameter STOP  = 3'b100;
    reg [2:0] counter;   
    wire counter_en;     
    wire counter_hold;   
    assign counter_en   = go && (~finish) && (command == DATA);
    assign counter_hold = ~write_bit_finish;
    always @(posedge clock or negedge reset_n) begin
        if (!reset_n) begin
            counter <= 3'b000;
        end
        else if (counter_en) begin
            if (counter_hold) begin
                counter <= counter;
            end
            else begin
                if (counter == 3'b111)
                    counter <= 3'b000;
                else
                    counter <= counter + 1'b1;
            end
        end
        else begin
            counter <= 3'b000;
        end
    end
    reg [2:0] state_next;
    reg [2:0] state_current;
    always @(posedge clock or negedge reset_n) begin
        if (!reset_n)
            state_current <= IDLE;
        else
            state_current <= state_next;
    end
    always @(*) begin
        case(state_current)
            IDLE: begin
                if ((go == 1'b1) && (finish == 1'b0))
                    case(command)
                        START: state_next   = START;
                        DATA: state_next    = DATA;
                        ACK: state_next     = ACK;
                        NACK: state_next    = NACK;
                        STOP: state_next    = STOP;
                        default: state_next = IDLE;
                    endcase
                else
                    state_next = IDLE;
            end
            START, STOP, ACK, NACK: begin
                if (write_bit_finish)
                    state_next = IDLE;
                else
                    state_next = state_current;
            end
            DATA: begin
                if (write_bit_finish && (counter == 3'b111))
                    state_next = IDLE;
                else
                    state_next = DATA;
            end
            default: state_next = IDLE;
        endcase
    end
    assign load = write_bit_finish && (command == DATA);
    always @(*) begin
        if (!reset_n) begin
            write_bit_go  = 1'b0;
            write_command = IDLE;
            finish        = 1'b0;
        end
        else begin
            case(state_current)
                IDLE: begin
                    write_bit_go  = 1'b0;
                    write_command = IDLE;
                    finish        = 1'b0;
                end
                START: begin
                    write_bit_go  = 1'b1;
                    write_command = START_BIT;
                    if (write_bit_finish)
                        finish = 1'b1;
                    else
                        finish = 1'b0;
                end
                STOP: begin
                    write_bit_go  = 1'b1;
                    write_command = STOP_BIT;
                    if (write_bit_finish)
                        finish = 1'b1;
                    else
                        finish = 1'b0;
                end
                ACK: begin
                    write_bit_go  = 1'b1;
                    write_command = ACK_BIT;
                    if (write_bit_finish)
                        finish = 1'b1;
                    else
                        finish = 1'b0;
                end
                NACK: begin
                    write_bit_go  = 1'b1;
                    write_command = NACK_BIT;
                    if (write_bit_finish)
                        finish = 1'b1;
                    else
                        finish = 1'b0;
                end
                DATA: begin
                    if (write_bit_finish && (counter == 3'b111))
                        finish = 1'b1;
                    else begin
                        write_bit_go = 1'b1;
                        if (data) begin
                            write_command = DATA_1;
                        end
                        else begin
                            write_command = DATA_0;
                        end
                        finish = 1'b0;
                    end
                end
            endcase
        end
    end
endmodule
==> run.sh <==
#!/bin/bash
# OpenROAD 26Q1-2900-gdf79404cd8, Yosys 0.63+post, stock flow scripts
make -C /OpenROAD-flow-scripts/flow DESIGN_CONFIG=/design/flow/config.mk WORK_HOME=/design/flow/orfs finish
==> config.mk <==
export PLATFORM = sky130hd
export DESIGN_NAME = I2C_master_write_byte
export DESIGN_NICKNAME = I2C_master_write_byte
export VERILOG_FILES = /design/flow/design.v
export SDC_FILE = /design/flow/constraint.sdc
export NUM_CORES = 4
export LEC_CHECK = 1
export CORE_AREA = 10 10 96 96
export DIE_AREA = 0 0 106 106
==> constraint.sdc <==
current_design I2C_master_write_byte

set clk_period 2.4
set clk_io_pct 0.2

create_clock -name clk0 -period $clk_period [get_ports {clock}]

set non_clock_inputs [all_inputs -no_clocks]
set_input_delay [expr $clk_period * $clk_io_pct] -clock clk0 $non_clock_inputs
set_output_delay [expr $clk_period * $clk_io_pct] -clock clk0 [all_outputs]
==> summary.rpt <==
==== FLOW RESULTS ====
----------------------------------------------------
[STA]
  Final Max Slew Viols ........................ 0
  Number of register pins that no clock reaches ........................ 6
  Count of endpoints failing setup in the final report ........................ 0
  Transition at the pin with the smallest max-transition slack ........................ 0.277 ns
  RSZ-0062 raised after global routing ........................ false
  Period utilisation layout ........................ 0.942
  Setup slack of the critical path after layout ........................ 0.139 ns
  Setup Total Neg Slack ........................ 0 ns
  Normalized max-slew margin ........................ 0.816
  Crit path time final ........................ 2.26 ns
  Highest clock rate ........................ 442 MHz
  Worst-case clock skew ........................ 0.00393 ns
  Endpoints left unconstrained ........................ 8
  Final hold vios ........................ 0

[Finish]
  Area growth syn-to-layout ........................ 38.0%
  Commonest Layout Cell ........................ dfrtp_1
  # fillers ........................ 813
  Share of final-layout standard cells stronger than drive strength 1 ........................ 0.189
  Final instance area ........................ 1200 sq um
  Number of cells in the finished layout apart from fillers ........................ 205
  Most frequently placed logic cells in the final layout ........................ 11 x dfrtp_1, 10 x clkdlybuf4s50_1, 9 x inv_1, 9 x nand2_1, 8 x buf_4

[Placed design]
  Setup WS pre-CTS ........................ 0.118 ns
  Dpl cell area ........................ 1120 sq um
  Input/output buffers ........................ 10
  Final Wtd Congestion ........................ 0.794
  Dpl hpwl ........................ 1380 um
  Count of placed standard cells including taps ........................ 199

[CTS]
  Count of H-tree levels built during CTS ........................ 1
  Hold_buf cts ........................ 0
  TritonCTS clock tree ........................ yes
  Latest clock arrival within the worst-skew pair ........................ 0.24 ns
  Clock tree root buffer cell ........................ clkbuf_8
  Clk pin slew, worst setup/hold paths ........................ 0.05 ns
  CTS Buffer Depth ........................ 2
  Number of clock buffers inserted by TritonCTS ........................ 3

[Critical path]
  Nature of the critical path endpoint ........................ output pin
  Maximum net fanout on the critical path ........................ 4
  Category of the worst setup path launch point ........................ flip-flop
  Critical path start-end classification ........................ reg2out
  Critical path data required time ........................ 1.92 ns
  Data arrival at the endpoint of the critical path ........................ 1.78 ns

[Global routing]
  Global-route wire length before repair ........................ 2920 um
  Antenna violations before repair ........................ 0
  Maximum number of pins on one net before global-route repair ........................ 20
  GRT overflow ........................ 0
  Number of global-route vias before repair ........................ 662
  Global Route Usage Sum ........................ 0.0296

[Hold path]
  Hold Path Class ........................ reg2reg

[Drt]
  Final routed wirelength across all metal layers ........................ 1680 um
  Number of DRC violations after detailed-routing iteration 0 ........................ 10
  Total number of vias ........................ 670
  Tally of nets with antenna violations remaining after routing ........................ 0
  Wire per inst ........................ 8.17 um
  First-pass detailed-route iteration total ........................ 3
  Diode count ........................ 0
  Number of DRC violations after detailed routing ........................ 0
  Avg Vias per Cell ........................ 3.27

[Synthesis]
  Cell types with the largest area share after synthesis ........................ dfrtp_1 32%, ha_1 11%, dlxtn_1 10%
  EDFF count, synth ........................ 0
  Cells after Synth ........................ 86
  Synthesized registers ........................ 18
  Avg Synthesized Cell Area ........................ 10.1 sq um
  Main flop type ........................ dfrtp_1
  Cell type contributing the most total cell area after synthesis ........................ dfrtp_1
  Yosys synthesis warning count ........................ 4
  Synthesized cell area ........................ 872 sq um
  Area share of the largest cell type after synthesis ........................ 0.316
  Total cells reported by yosys after synthesis ........................ 86
  Number of different library cells in the post-synthesis netlist ........................ 34
  Share of synthesized registers carrying an async set or reset ........................ 0.667
  Yosys synthesis chip area ........................ 872 sq um

[Floorplan]
  Pre-Place Util ........................ 0.121
  Die Ht ........................ 106 um
  Overall chip area ........................ 11200 sq um
  Floorplan die width ........................ 106 um
  IO Pins ........................ 11
  Core area ........................ 7210 sq um
  Cell Rows ........................ 31

[Power and ir drop]
  Power density over the cells ........................ 385 nW/um^2
  Leakage power ........................ 0.529 nW
  Peak supply drop ........................ 154 uV

[Run]
  Count of max-cap constraint violations ........................ 0
  Number of OpenROAD warnings ........................ 29

[Status]
  Status ........................ finished clean

----------------------------------------------------
## critical path, stage by stage (launching register included)
cell	delay [ns]
dfrtp_1	0.39
ha_1	0.20
ha_2	0.22
nand2_1	0.08
nor4_2	0.15
clkdlybuf4s50_1	0.50
## synth_stat cells, drive strengths merged, types with 2 or more instances
| cell type | count |
|---|---|
| dfrtp | 11 |
| inv | 9 |
| nand2 | 9 |
| ha | 8 |
| dlxtn | 6 |
| a21oi | 3 |
| and2 | 3 |
| nor2 | 3 |
| nor2b | 3 |
| o21ai | 3 |
| a211oi | 2 |
| a21o | 2 |
| a32o | 2 |
| nand4 | 2 |
| nor3b | 2 |
| o21a | 2 |
| or4 | 2 |
## state kept, by name, summed over array words and instances (netlist names)
register / flops
write_bit.counter: 3
write_bit_go: 1
write_command: 3
finish: 1
counter: 3
state_current: 6
write_bit.sda: 1
## metal layers
| metal | part of all wire | wire length, um | track usage |
|---|---|---|---|
| met5 | 0 | 0 | 0 |
| met4 | 0.035 | 58 | 0.00870 |
| met3 | 0.015 | 25 | 0.00306 |
| met2 | 0.51 | 846 | 0.0534 |
| met1 | 0.44 | 744 | 0.0362 |
## what timing repair did
| action | CTS | global route |
|---|---|---|
| endpoints found under the setup margin | 1 | 1 |
| resized | 1 | 1 |
| pin swaps | 0 | 0 |
| setup buffers | 0 | 2 |
## where the power goes
group	leakage, nW	internal [mW]	total, mW	switching [mW]
registers	0.210	0.208	0.210	0.00182
clock network	0.0288	0.145	0.217	0.0724
logic	0.290	0.0204	0.0366	0.0162
## cell families after synthesis
group,after synthesis,synth area share
muxes,1,0.0115
buffers and inverters,11,0.0574
DFF,12,0.346
and+or+nand+nor,30,0.218
AOI/OAI and AO/OA,18,0.149
latches,6,0.103
adders and majority gates,8,0.115
## worst paths after layout
kind                                                startpoint                              to  slack, ns  cells past startpoint
worst max-delay path            write_bit.counter[0]$_DFF_PN0_                            load       0.14                      5
worst min-delay path            write_bit.counter[0]$_DFF_PN0_  write_bit.counter[0]$_DFF_PN0_       0.49                      1
worst max register to register  write_bit.counter[0]$_DFF_PN0_      state_current[0]$_DFF_PN1_       0.97                      5
worst min register to register  write_bit.counter[0]$_DFF_PN0_  write_bit.counter[0]$_DFF_PN0_       0.49                      1
max in group asynchronous                              reset_n      state_current[0]$_DFF_PN1_       1.46                      3
min in group asynchronous                              reset_n  write_bit.counter[2]$_DFF_PN0_       0.69                      3
## per-stage QoR
step,util,hold WS [ns],power (mW)
6_report,0.167,0.489,0.463
5_1_grt,0.167,0.510,0.486
4_1_cts,0.164,0.493,0.468
3_5_place_dp,0.156,0.484,0.249
3_3_place_gp,0.156,0.488,0.250
2_1_floorplan,-,0.184,0.225
## layout make-up
cell class	count	area, sq um	share of cell area
Inverter	9	33.8	0.0281
Multi-Input combinational cell	57	439	0.365
Timing Repair Buffer	18	160	0.133
Tap cell	99	124	0.103
Clock buffer	4	55.1	0.0457
Sequential cell	18	392	0.325
No activity file was given, so power comes from the tool's default toggle rates.
