### run.sh
#!/bin/bash
# OpenROAD 26Q1-2900-gdf79404cd8, Yosys 0.63+post, stock flow scripts
make -C /OpenROAD-flow-scripts/flow DESIGN_CONFIG=/design/flow/config.mk WORK_HOME=/design/flow/orfs finish
### config.mk
export PLATFORM = sky130hd
export DESIGN_NAME = I2C_slave_read_byte
export DESIGN_NICKNAME = I2C_slave_read_byte
export VERILOG_FILES = /design/flow/design.v
export SDC_FILE = /design/flow/constraint.sdc
export NUM_CORES = 4
export LEC_CHECK = 1
export CORE_AREA = 10 10 73 73
export DIE_AREA = 0 0 83 83
### constraint.sdc
current_design I2C_slave_read_byte

set clk_period 2.0
set clk_io_pct 0.2

create_clock -name clk0 -period $clk_period [get_ports {clk}]

set non_clock_inputs [all_inputs -no_clocks]
set_input_delay [expr $clk_period * $clk_io_pct] -clock clk0 $non_clock_inputs
set_output_delay [expr $clk_period * $clk_io_pct] -clock clk0 [all_outputs]
### design.v
module I2C_slave_read_bit (
    input clk,
    input rst_n,
    input bit_read_en,   
    output reg bit_read_o,   
    output bit_read_err,
    output bit_read_finish,
    input scl_i,
    input sda_i
);
    reg scl_last;
    wire scl_rise, scl_fall;
    always @(posedge clk or negedge rst_n) begin
        if (!rst_n) begin
            scl_last <= 1'b1;
        end
        else begin
            scl_last <= scl_i;
        end
    end
    assign scl_fall = scl_last && (~scl_i);
    assign scl_rise = (~scl_last) && scl_i;
    reg enabled;
    always @(posedge clk or negedge rst_n) begin
        if (!rst_n) begin
            enabled <= 1'b0;
        end
        else if (bit_read_en) begin
            enabled <= 1'b1;
        end
        else if ((~bit_read_en) || scl_fall) begin
            enabled <= 1'b0;
        end
        else begin
            enabled <= enabled;
        end
    end
    always @(posedge clk or negedge rst_n) begin
        if (!rst_n) begin
            bit_read_o <= 1'b0;
        end
        else if (enabled && scl_rise) begin
            bit_read_o <= sda_i;
        end
        else begin
            bit_read_o <= bit_read_o;
        end
    end
    reg sda_last;
    always @(posedge clk or negedge rst_n) begin
        if (!rst_n) begin
            sda_last <= 1'b1;
        end
        else begin
            sda_last <= sda_i;
        end
    end
    assign bit_read_err = enabled && scl_i && (sda_last != sda_i);
    assign bit_read_finish = enabled && scl_fall;
endmodule
module I2C_slave_read_byte (
    input clk,
    input rst_n,
    input byte_read_en,   
    output [7:0] byte_read_o,   
    output reg byte_read_err,
    output reg byte_read_finish,
    input scl_i,
    input sda_i
);
    wire bit_read_en, bit_read_o, bit_read_err, bit_read_finish;
    I2C_slave_read_bit read_bit (
        .clk            (clk),
        .rst_n          (rst_n),
        .bit_read_en    (bit_read_en),
        .bit_read_o     (bit_read_o),
        .bit_read_err   (bit_read_err),
        .bit_read_finish(bit_read_finish),
        .scl_i          (scl_i),
        .sda_i          (sda_i)
    );
    reg  scl_last;
    wire scl_fall;
    always @(posedge clk or negedge rst_n) begin
        if (!rst_n) begin
            scl_last <= 1'b1;
        end
        else begin
            scl_last <= scl_i;
        end
    end
    assign scl_fall = scl_last && (~scl_i);
    reg [2:0] counter;
    always @(posedge clk or negedge rst_n) begin
        if (!rst_n) begin
            counter <= 3'b000;
        end
        else if (!byte_read_en) begin
            counter <= 3'b000;
        end
        else if (bit_read_finish) begin
            if (counter == 3'b111) begin
                counter <= 3'b000;
            end
            else begin
                counter <= counter + 1;
            end
        end
        else begin
            counter <= counter;
        end
    end
    reg enabled;
    always @(posedge clk or negedge rst_n) begin
        if (!rst_n) begin
            enabled <= 1'b0;
        end
        else if (byte_read_en) begin
            enabled <= 1'b1;
        end
        else if ((~byte_read_en) || ((counter == 3'b111) && bit_read_finish)) begin
            enabled <= 1'b0;
        end
        else begin
            enabled <= enabled;
        end
    end
    assign bit_read_en = byte_read_en;
    reg [7:0] shift_register;
    always @(posedge clk or negedge rst_n) begin
        if (!rst_n) begin
            shift_register <= 8'b0000_0000;
        end
        else if (bit_read_finish) begin
            shift_register <= {shift_register[6:0], bit_read_o};
        end
        else begin
            shift_register <= shift_register;
        end
    end
    assign byte_read_o = shift_register;
    always @(posedge clk or negedge rst_n) begin
        if (!rst_n) begin
            byte_read_err <= 1'b0;
        end
        else if (!enabled) begin
            byte_read_err <= 1'b0;
        end
        else if (bit_read_err) begin
            byte_read_err <= 1'b1;
        end
        else begin
            byte_read_err <= byte_read_err;
        end
    end
    always @(posedge clk or negedge rst_n) begin
        if (!rst_n) begin
            byte_read_finish <= 1'b0;
        end
        else if (bit_read_finish && (counter == 3'b111)) begin
            byte_read_finish <= 1'b1;
        end
        else begin
            byte_read_finish <= 1'b0;
        end
    end
endmodule
==> ds_physical_params.txt <==
Characteristics after synthesis and place and route

Parameter                              Value

Worst setup path
  Data arrival, critical path    around 1.7 ns
  Largest delay share family, worst path    simple AND/OR/NAND/NOR gates
  CP required    ~2.1 ns
  Crit path capture type    flip-flop
  Cell with the largest stage delay on the worst path    sky130_fd_sc_hd__and3b_2
  CP cell instances    clkdlybuf4s50_1 > and3b_2 > mux2_2
  Worst stage delay on the critical path    between 0.4 and 0.5 ns
  WP buf/inv    1
  Maximum net fanout on the critical path    12
  Critical path class    input port to flip-flop
  Startpoint class of the critical path    input port

Place
  Placed Cells incl. Taps    108
  RePlAce Congestion    between 0.6 and 0.7
  PortBufs    14

Clock tree
  Post_cts resized    0
  Clock buffer count from CTS    3
  Hold Buf Count CTS    0
  Root Driver    sky130_fd_sc_hd__clkbuf_8
  Buffer count from post-CTS setup fixing    0
  Clock sink total    18
  H-tree levels    1
  Clk buf depth    2
  Clock transition at the registers of the reported paths    approximately 0.060 ns
  Clk latency late pin    0.24 ns
  TritonCTS clock tree    yes

Final timing
  Setup violations, final    0
  Slew headroom    0.778
  Final-report hold violation count    0
  Sum of negative setup slack    0 ns
  Clock skew after layout    approximately 0.0032 ns
  Worst Tran Pin Value    0.333 ns
  Max Clock Freq    around 0.64 GHz
  Minimum clock period    ~1.6 ns
  Max-slew violations    0
  Final period utilization    0.787
  Setup repair after global routing missed its margin    no

Floorplanning
  Total Die Area    6890 um^2
  Count of pins on the block boundary    15
  Chip height    83 um
  Horizontal extent of the die    a little over 80 um
  Starting density of the core    0.195
  Number of placement rows    22
  Core region area    around 3700 um^2

Cells and area
  Proportion of layout cells with a drive suffix above 1    0.266
  Commonest non-fill, non-tap cell in the layout    sky130_fd_sc_hd__dfrtp_1
  Top cells excl fill/tap    sky130_fd_sc_hd__dfrtp_1 (16), sky130_fd_sc_hd__clkdlybuf4s50_1 (14), sky130_fd_sc_hd__mux2_4 (6)
  Layout Cells excl Fill    112
  Final Core Density    0.257
  Multi-input gate area in the final layout    258 um^2
  Register area    453 um^2
  Filler cell count in the final layout    390
  Area delta synth->final    32.1%

Logic synthesis
  Number of cells in Yosys stat    roughly 48
  Total of warnings raised by yosys    2
  Yosys Chip Area    729 um^2
  Synth Area per Inst    ~15 um^2
  Instance count of the mapped netlist    approximately 48
  Flip-flop and latch count after synthesis    18
  Sequential fraction of the synthesis area    0.621
  Distinct cells, synth    16
  Netlist area before placement    around 730 um^2

Route
  Number of diodes added for antenna fixing    0
  Via Count    around 410
  Iteration-0 DRC count of the detailed router    20
  Average detailed-routed wire length per instance    ~10 um
  Remaining antenna violation count    0
  Post-route DRC violation count    0
  Total routed wirelength    roughly 1200 um
  Detailed-route vias per instance    approximately 3.7
  Total iterations of the first detailed-routing run    2

GRT
  Via count of the first global-routing pass    ~440
  First-pass GRT wire length    roughly 2100 um
  Total global-route track usage    0.0355
  Maximum number of pins on one net before global-route repair    19
  Antenna violations before repair    0
  Overflow after GRT    0

Pwr
  Max rail drop VDD    between 0.4 and 0.5 mV
  Leakage power    between 0.4 and 0.5 nW
  Total power after layout    between 0.0009 and 0.001 W
  Pwr per Cell Area    between 1000 and 1500 nW/um^2

Job
  Number of logged tool warnings    25
  Max capacitance violation total    0

Min path
  Classification of the worst-slack hold path    input port to asynchronous set/reset pin

Run status
  Outcome    completed
-- kinds of logic (layout without fill, tap and decap cells) --
| kind of cell | after synthesis | count (layout) | share of synthesized area |
|---|---|---|---|
| mux | 12 | 12 | 0.211 |
| simple gates | 11 | 11 | 0.0892 |
| compound gates | 1 | 1 | 0.00685 |
| flops | 18 | 18 | 0.621 |
| fa+ha+maj | 2 | 2 | 0.0343 |
| xor+xnor | 1 | 1 | 0.0120 |
| buf+inv | 3 | 19 | 0.0257 |
-- Yosys cell counts --
master	number	area share
sky130_fd_sc_hd__dfrtp_1	16	0.55
sky130_fd_sc_hd__mux2_4	6	0.12
sky130_fd_sc_hd__nand2_1	5	0.026
sky130_fd_sc_hd__mux2_2	3	0.046
sky130_fd_sc_hd__mux2i_1	3	0.041
sky130_fd_sc_hd__clkbuf_1	2	0.010
sky130_fd_sc_hd__dfstp_2	2	0.072
sky130_fd_sc_hd__ha_1	2	0.034
sky130_fd_sc_hd__nand3b_1	2	0.021
sky130_fd_sc_hd__and2_2	1	0.010
sky130_fd_sc_hd__and3b_2	1	0.014
sky130_fd_sc_hd__buf_6	1	0.015
sky130_fd_sc_hd__nand3_1	1	0.0069
sky130_fd_sc_hd__o21ai_0	1	0.0069
sky130_fd_sc_hd__or3b_1	1	0.012
sky130_fd_sc_hd__xnor2_1	1	0.012
-- worst register-to-register path, delay by kind of cell (launching register included) --
| kind | cells | cell delay, ns |
|---|---|---|
| mux | 1 | 0.38 |
| simple gates | 1 | 0.40 |
| flops | 1 | 0.52 |
-- per-layer routing --
layer | up-vias | wire [um] | global-route usage
met5 | - | 0 | 0
met4 | 0 | 9 | 0.00308
met3 | 2 | 111 | 0.0207
met2 | 15 | 405 | 0.0433
met1 | 197 | 623 | 0.0531
li1 | 196 | - | -
-- worst paths after layout --
kind                                      to  slack, ns               from  cells after the start
hold reg to reg                byte_read_err       0.50            enabled                      2
setup reg to reg           shift_register[0]       0.60  read_bit.scl_last                      2
max in group asynchronous  read_bit.scl_last       1.26              rst_n                      2
setup / recovery           shift_register[0]       0.43              scl_i                      3
hold / removal             shift_register[3]       0.48              rst_n                      2
min in group clk0              byte_read_err       0.50            enabled                      2
-- state kept, by name (all words and copies together) (netlist names) --
register and count:
byte_read_err 1, shift_register 8, byte_read_finish 1, enabled 1
read_bit.scl_last 1, counter 3, read_bit.enabled 1, read_bit.bit_read_o 1
read_bit.sda_last 1
-- through the flow --
stage	hold slack [ns]	cell area [um^2]	worst slack, ns
floorplan	0.104	729	0.709
global placement	0.478	918	0.183
detailed placement	0.481	918	0.160
CTS	0.485	963	0.419
global route	0.490	963	0.368
finish	0.481	963	0.427
-- power breakdown --
group	switching (W)	total, W	internal [W]	leakage, nW
registers	0.0000589	0.000503	0.000444	0.227
logic	0.0000411	0.000246	0.000205	0.167
clock network	0.000107	0.000248	0.000141	0.0228
-- layout make-up --
| cell class | instances | share of cell area |
|---|---|---|
| Sequential cell | 18 | 0.470 |
| Multi-Input combinational cell | 27 | 0.268 |
| Timing Repair Buffer | 15 | 0.153 |
| Tap cell | 48 | 0.0623 |
| Clock buffer | 4 | 0.0468 |
No activity file was given, so power comes from the tool's default toggle rates.
